==> flow/design.v <==
module dnn_accelerator (
    input clk,                     
    input rst_n,                   
    input start,                   
    input [7:0] input_data_0,     
    input [7:0] input_data_1,     
    input [7:0] input_data_2,     
    input [7:0] input_data_3,     
    output reg [15:0] output_data_0,  
    output reg [15:0] output_data_1,  
    output reg done,               
    output reg valid               
);
    reg [7:0] weights_layer1 [0:11];   
    reg [7:0] weights_layer2 [0:5];    
    reg [15:0] bias_layer1 [0:2];      
    reg [15:0] bias_layer2 [0:1];      
    reg [15:0] hidden_layer [0:2];     
    reg [15:0] mac_result;             
    reg [2:0] state;                   
    reg [1:0] neuron_idx;               
    reg [1:0] input_idx;                
    localparam IDLE = 3'b000;
    localparam LAYER1_COMPUTE = 3'b001;
    localparam LAYER2_COMPUTE = 3'b010;
    localparam DONE_STATE = 3'b100;
    wire [7:0] current_input;
    wire [7:0] current_weight;
    wire [15:0] mac_out;
    assign current_input = (input_idx == 2'b00) ? input_data_0 :
                          (input_idx == 2'b01) ? input_data_1 :
                          (input_idx == 2'b10) ? input_data_2 : input_data_3;
    assign current_weight = (state == LAYER1_COMPUTE) ? 
                           weights_layer1[neuron_idx * 4 + input_idx] :
                           weights_layer2[neuron_idx * 3 + input_idx];
    mac_unit mac_inst (
        .A(current_input),
        .W(current_weight),
        .B(mac_result),
        .C(mac_out)
    );
    always @(posedge clk or negedge rst_n) begin
        if (!rst_n) begin
            weights_layer1[0] <= 8'd10;  weights_layer1[1] <= 8'd20;  weights_layer1[2] <= 8'd30;  weights_layer1[3] <= 8'd40;
            weights_layer1[4] <= 8'd15;  weights_layer1[5] <= 8'd25;  weights_layer1[6] <= 8'd35;  weights_layer1[7] <= 8'd45;
            weights_layer1[8] <= 8'd12;  weights_layer1[9] <= 8'd22;  weights_layer1[10] <= 8'd32; weights_layer1[11] <= 8'd42;
            weights_layer2[0] <= 8'd50;  weights_layer2[1] <= 8'd60;  weights_layer2[2] <= 8'd70;
            weights_layer2[3] <= 8'd55;  weights_layer2[4] <= 8'd65;  weights_layer2[5] <= 8'd75;
            bias_layer1[0] <= 16'd100; bias_layer1[1] <= 16'd200; bias_layer1[2] <= 16'd300;
            bias_layer2[0] <= 16'd150; bias_layer2[1] <= 16'd250;
            state <= IDLE;
            neuron_idx <= 0;
            input_idx <= 0;
            mac_result <= 0;
            done <= 0;
            valid <= 0;
        end else begin
            case (state)
                IDLE: begin
                    if (start) begin
                        state <= LAYER1_COMPUTE;
                        neuron_idx <= 0;
                        input_idx <= 0;
                        mac_result <= bias_layer1[0];
                        done <= 0;
                        valid <= 0;
                    end
                end
                LAYER1_COMPUTE: begin
                    if (input_idx < 3) begin
                        mac_result <= mac_out;
                        input_idx <= input_idx + 1;
                    end else begin
                        hidden_layer[neuron_idx] <= mac_out;
                        input_idx <= 0;
                        if (neuron_idx < 2) begin
                            neuron_idx <= neuron_idx + 1;
                            mac_result <= bias_layer1[neuron_idx + 1];
                        end else begin
                            state <= LAYER2_COMPUTE;
                            neuron_idx <= 0;
                            input_idx <= 0;
                            mac_result <= bias_layer2[0];
                        end
                    end
                end
                LAYER2_COMPUTE: begin
                    if (input_idx < 2) begin
                        mac_result <= mac_out;
                        input_idx <= input_idx + 1;
                    end else begin
                        if (neuron_idx == 0) begin
                            output_data_0 <= mac_out;
                        end else begin
                            output_data_1 <= mac_out;
                        end
                        input_idx <= 0;
                        if (neuron_idx < 1) begin
                            neuron_idx <= neuron_idx + 1;
                            mac_result <= bias_layer2[neuron_idx + 1];
                        end else begin
                            state <= DONE_STATE;
                            done <= 1;
                            valid <= 1;
                        end
                    end
                end
                DONE_STATE: begin
                    if (!start) begin
                        state <= IDLE;
                        done <= 0;
                        valid <= 0;
                    end
                end
                default: state <= IDLE;
            endcase
        end
    end
endmodule
module mac_unit (
    input [7:0] A,     
    input [7:0] W,     
    input [15:0] B,    
    output [15:0] C    
);
    wire [15:0] product; 
    assign product = A * W; 
    assign C = product + B; 
endmodule
==> flow/run.sh <==
#!/bin/bash
# OpenROAD 26Q1-2900-gdf79404cd8, Yosys 0.63+post, stock flow scripts
make -C /OpenROAD-flow-scripts/flow DESIGN_CONFIG=/design/flow/config.mk WORK_HOME=/design/flow/orfs finish
==> flow/config.mk <==
export PLATFORM = sky130hd
export DESIGN_NAME = dnn_accelerator
export DESIGN_NICKNAME = dnn_accelerator
export VERILOG_FILES = /design/flow/design.v
export SDC_FILE = /design/flow/constraint.sdc
export NUM_CORES = 4
export LEC_CHECK = 1
export CORE_AREA = 10 10 70 70
export DIE_AREA = 0 0 80 80
export SYNTH_HDL_FRONTEND = slang
==> flow/constraint.sdc <==
current_design dnn_accelerator

set clk_period 2.2
set clk_io_pct 0.2

create_clock -name clk0 -period $clk_period [get_ports {clk}]

set non_clock_inputs [all_inputs -no_clocks]
set_input_delay [expr $clk_period * $clk_io_pct] -clock clk0 $non_clock_inputs
set_output_delay [expr $clk_period * $clk_io_pct] -clock clk0 [all_outputs]
==> out/results.ini <==
[outcome]
outcome = completed

[power_and_ir_drop]
p_sw_uw = 328
p_total_uw = 813
cellInternalPower_uw = 485
clkPwrFrac_pct = 15.9
p_per_area_nw_per_um2 = 1030
power_frac_comb_pct = 45.0
leakagePower_uw = 0.000372
swShare_pct = 40.4
peakVddDrop_uv = 236
seqPwrFrac_pct = 39.1

[final_layout]
syn_to_final_growth_pct = -1.87
layout_top_cell = conb_1
fin_cells = 136
layout-drive-gt1-share_pct = 10.0
final_cell_mix = conb_1 (32), dfrtp_1 (8), inv_1 (6), ha_1 (6)

[die]
die_x_um = 80
die_y_um = 80
core_um2 = 3420
std_cell_rows = 21
dieArea_um2 = 6400
initCoreUtil_pct = 23.5
io_pins = 69

[final_timing]
finalSetupViolations = 0
whs_ps = 472
fin_tns_setup_ps = 0
hold_viol = 0
rsz0062_at_grt = no
layout_setup_ws_ps = 612
clock-skew-final_ps = 2.81
final_max_slew_viol_count = 0
period_used_pct = 72.2
max_freq_ghz = 0.630
min_period_ps = 1590

[setup_path]
cpPeakStageDelay_ps = 590
crit_path_max_fanout = 7
critical_path.cell_chain = clkdlybuf4s50_1 > and2b_4 > a2111oi_4 > mux2i_1
end_kind = register
cp_data_required_time_ps = 2390
cp.arrival_ps = 1770
cp_slowest_cell = clkdlybuf4s50_1
startpoint_type = input pin
critPathKind = in -> reg

[cts]
cts_tree = done
clkLatencyLatePin_ps = 260
cts-root-buf = clkbuf_4
clk_pin_slew_ps = 60
cts.sinks = 9
h-tree-depth = 1
postCtsSetupBuffers = 0
holdBufCountCts = 0
cts_buffer_depth = 2
cts_made_buffers = 3
post_cts_resize_count = 0

[drt]
detail-route-antenna-nets = 0
routedWlPerCell_um = 10.2
vias = 491
first_pass_iters = 4
route.detailed.drc = 0
diodes = 0
wirelength_um = 1390
viasPerCell = 3.61
drt_iter0_markers = 37

[placed_design]
gp_congestion = 0.797
place_ws_ps = 342
hpwl_um = 1120
place_inst = 132
io_buffers = 4

[synthesis]
top_area_share_pct = 31.8
ys_area_um2 = 802
synthesis.area_um2 = 802
ys_cells = 85
synth_cell_types = 24
synth.avg_cell_area_um2 = 9.44
top_area_cell = buf_4
synthTopCellsByArea = buf_4 (32%), dfrtp_1 (25%), ha_1 (9.4%), a22oi_1 (3.7%), a2111oi_4 (3.4%)
synth_cells = 85
ys_ff = 9
ys_warn_count = 224
ys_seq_share_pct = 28.2

[global_routing]
antenna_found_initial = 0
grt_pass1_wl_um = 2140
gr-total-overflow = 0
grt_max_degree = 11
grtUsageTotal_pct = 4.08
grt_pass1_vias = 506

[flow_run]
warnings = 61
cap_viol_max_count = 0

[hold_path]
hold_class = in -> async

==> metrics by stage <==
stage,utilization (%),instance area [um2]
final,23.0,787
after floorplan,-,918
after detailed placement,22.3,761
after global placement,22.3,761
after CTS,23.0,787
after global routing,23.0,787
==> registers in the layout (all words and copies together) (netlist names) <==
register,flops
valid,1
input_idx,2
state,4
neuron_idx,2
==> worst max-delay path: cells and delay by family <==
| family | cells | cell delay, ps |
|---|---|---|
| buf+inv | 1 | 590 |
| compound gates | 1 | 270 |
| simple gates | 1 | 250 |
| mux | 1 | 220 |
==> metal layers <==
layer,vias to the layer above,wire length (um),GRT usage [%]
met1,237,628,5.01
met2,26,620,6.34
met5,-,0,0
li1,228,-,-
met3,0,138,2.39
met4,0,0,0.176
==> cell type report <==
type / count / area, um2
fillers: 380 / 2630
multi-input cells: 67 / 414
flip-flops and latches: 9 / 226
well taps: 46 / 57.6
repair buffers: 4 / 40.0
clock buffers: 4 / 26.3
inverters: 6 / 22.5
==> cell usage after synthesis <==
| library cell | count |
|---|---|
| o21ai_0 | 4 |
| mux2i_1 | 2 |
| o31ai_1 | 1 |
| a22oi_1 | 4 |
| and2b_4 | 1 |
| buf_4 | 34 |
| a21oi_1 | 1 |
| ha_1 | 6 |
| dfrtp_1 | 8 |
| dfstp_2 | 1 |
| nor3_2 | 1 |
| inv_1 | 6 |
| o21ai_1 | 1 |
| nor2b_4 | 1 |
| nor2_1 | 2 |
| nand2b_1 | 1 |
| conb_1 | 1 |
| nand2_1 | 4 |
| a32o_1 | 1 |
| a2111oi_4 | 1 |
| o221a_2 | 1 |
| nor3_1 | 1 |
| a22o_1 | 1 |
| a31oi_1 | 1 |
==> logic make-up (layout without fill, tap and decap cells) <==
family / after synthesis / in the layout / synth area share (%)
buffers and inverters: 40 / 14 / 34.6
and+or+nand+nor: 11 / 11 / 8.42
muxes: 2 / 2 / 2.50
DFF: 9 / 9 / 28.2
adders and majority gates: 6 / 6 / 9.36
other: 1 / 32 / 0.468
AOI/OAI and AO/OA: 16 / 16 / 16.4
==> power by group through the flow <==
stage | registers (uW) | clock network [uW] | logic [uW]
finish | 318 | 129 | 366
CTS | 318 | 134 | 369
global route | 331 | 147 | 411
==> worst paths after layout <==
path / from / end / slack, ps / cells past startpoint
worst min register to register: state[1] / state[1] / 510 / 2
worst max register to register: neuron_idx[1] / neuron_idx[0] / 670 / 5
max in group asynchronous: rst_n / state[0] / 1410 / 1
worst min-delay path: rst_n / input_idx[1] / 470 / 1
worst max-delay path: start / neuron_idx[0] / 610 / 4
min in group clk0: state[1] / state[1] / 510 / 2
Power figures rest on the tool's default switching activity, not on a simulated workload.
