File: flow/config.mk
export PLATFORM = sky130hd
export DESIGN_NAME = configurable_dnn_accelerator
export DESIGN_NICKNAME = configurable_dnn_accelerator
export VERILOG_FILES = /design/flow/design.v
export SDC_FILE = /design/flow/constraint.sdc
export NUM_CORES = 4
export LEC_CHECK = 1
export CORE_UTILIZATION = 50
export SYNTH_HDL_FRONTEND = slang
File: flow/constraint.sdc
current_design configurable_dnn_accelerator

set clk_period 9.8
set clk_io_pct 0.2

create_clock -name clk0 -period $clk_period [get_ports {clk}]

set non_clock_inputs [all_inputs -no_clocks]
set_input_delay [expr $clk_period * $clk_io_pct] -clock clk0 $non_clock_inputs
set_output_delay [expr $clk_period * $clk_io_pct] -clock clk0 [all_outputs]
File: flow/design.v
module configurable_dnn_accelerator (
    input clk,                     
    input rst_n,                   
    input start,                   
    input load_params,             
    input [7:0] param_data,       
    input [3:0] param_addr,       
    input param_valid,             
    input [7:0] input_data_0,     
    input [7:0] input_data_1,     
    input [7:0] input_data_2,     
    input [7:0] input_data_3,     
    output reg [15:0] output_data_0,  
    output reg [15:0] output_data_1,  
    output reg done,               
    output reg valid,              
    output reg params_loaded       
);
    reg [7:0] weights_layer1 [0:11];   
    reg [7:0] weights_layer2 [0:5];    
    reg [15:0] bias_layer1 [0:2];      
    reg [15:0] bias_layer2 [0:1];      
    reg [15:0] hidden_layer [0:2];     
    reg [15:0] mac_result;             
    reg [2:0] state;                   
    reg [1:0] neuron_idx;               
    reg [1:0] input_idx;                
    reg [4:0] param_load_addr;          
    localparam IDLE = 3'b000;
    localparam LOAD_PARAMS = 3'b001;
    localparam LAYER1_COMPUTE = 3'b010;
    localparam LAYER2_COMPUTE = 3'b011;
    localparam DONE_STATE = 3'b100;
    wire [7:0] current_input;
    wire [7:0] current_weight;
    wire [15:0] mac_out;
    assign current_input = (input_idx == 2'b00) ? input_data_0 :
                          (input_idx == 2'b01) ? input_data_1 :
                          (input_idx == 2'b10) ? input_data_2 : input_data_3;
    assign current_weight = (state == LAYER1_COMPUTE) ? 
                           weights_layer1[neuron_idx * 4 + input_idx] :
                           weights_layer2[neuron_idx * 3 + input_idx];
    mac_unit mac_inst (
        .A(current_input),
        .W(current_weight),
        .B(mac_result),
        .C(mac_out)
    );
    always @(posedge clk or negedge rst_n) begin
        if (!rst_n) begin
            state <= IDLE;
            neuron_idx <= 0;
            input_idx <= 0;
            mac_result <= 0;
            done <= 0;
            valid <= 0;
            params_loaded <= 0;
            param_load_addr <= 0;
        end else begin
            case (state)
                IDLE: begin
                    if (load_params) begin
                        state <= LOAD_PARAMS;
                        param_load_addr <= 0;
                        params_loaded <= 0;
                    end else if (start && params_loaded) begin
                        state <= LAYER1_COMPUTE;
                        neuron_idx <= 0;
                        input_idx <= 0;
                        mac_result <= bias_layer1[0];
                        done <= 0;
                        valid <= 0;
                    end
                end
                LOAD_PARAMS: begin
                    if (param_valid) begin
                        if (param_load_addr < 12) begin
                            weights_layer1[param_load_addr[3:0]] <= param_data;
                        end else if (param_load_addr < 18) begin
                            weights_layer2[param_load_addr[3:0] - 12] <= param_data;
                        end else if (param_load_addr < 21) begin
                            if (param_load_addr[0] == 0) begin
                                bias_layer1[param_load_addr[3:1] - 9][7:0] <= param_data;
                            end else begin
                                bias_layer1[param_load_addr[3:1] - 9][15:8] <= param_data;
                            end
                        end else if (param_load_addr < 23) begin
                            if (param_load_addr[0] == 0) begin
                                bias_layer2[param_load_addr[3:1] - 10][7:0] <= param_data;
                            end else begin
                                bias_layer2[param_load_addr[3:1] - 10][15:8] <= param_data;
                            end
                        end
                        param_load_addr <= param_load_addr + 1;
                        if (param_load_addr >= 22) begin
                            state <= IDLE;
                            params_loaded <= 1;
                        end
                    end
                end
                LAYER1_COMPUTE: begin
                    if (input_idx < 3) begin
                        mac_result <= mac_out;
                        input_idx <= input_idx + 1;
                    end else begin
                        hidden_layer[neuron_idx] <= mac_out;
                        input_idx <= 0;
                        if (neuron_idx < 2) begin
                            neuron_idx <= neuron_idx + 1;
                            mac_result <= bias_layer1[neuron_idx + 1];
                        end else begin
                            state <= LAYER2_COMPUTE;
                            neuron_idx <= 0;
                            input_idx <= 0;
                            mac_result <= bias_layer2[0];
                        end
                    end
                end
                LAYER2_COMPUTE: begin
                    if (input_idx < 2) begin
                        mac_result <= mac_out;
                        input_idx <= input_idx + 1;
                    end else begin
                        if (neuron_idx == 0) begin
                            output_data_0 <= mac_out;
                        end else begin
                            output_data_1 <= mac_out;
                        end
                        input_idx <= 0;
                        if (neuron_idx < 1) begin
                            neuron_idx <= neuron_idx + 1;
                            mac_result <= bias_layer2[neuron_idx + 1];
                        end else begin
                            state <= DONE_STATE;
                            done <= 1;
                            valid <= 1;
                        end
                    end
                end
                DONE_STATE: begin
                    if (!start) begin
                        state <= IDLE;
                        done <= 0;
                        valid <= 0;
                    end
                end
                default: state <= IDLE;
            endcase
        end
    end
endmodule
module mac_unit (
    input [7:0] A,     
    input [7:0] W,     
    input [15:0] B,    
    output [15:0] C    
);
    wire [15:0] product; 
    assign product = A * W; 
    assign C = product + B; 
endmodule
File: flow/run.sh
#!/bin/bash
# OpenROAD 26Q1-2900-gdf79404cd8, Yosys 0.63+post, stock flow scripts
make -C /OpenROAD-flow-scripts/flow DESIGN_CONFIG=/design/flow/config.mk WORK_HOME=/design/flow/orfs finish
==> run notes <==
Purpose: to document the outcome of synthesis and place and route.

Run status
The flow ran to the end, and the final reports show no timing, DRC or antenna violations.

Placement
The detailed placer's ending HPWL is 21400 µm. After its last routability iteration, the placer logged a weighted congestion of 0.890. The number of buffer cells added on primary ports is 79.

Drt
The detailed-router iteration count before antenna repair is 5. The post-route antenna net violation count is 0. The first routing iteration left 457 violations. The routed via count divided by cell count is 5.30. The total DRC errors in the routed layout is 0. The overall routed net length is 31400 µm. The vias after detailed routing is 8571. For this run, the script counts the antenna cells in the layout as 0. In the final routed layout, each cell accounts on average for 19.4 µm.

GRT
The number of global-route vias before repair is 8665. Recorded from the global router log, the overflow total was 0. For this run, the total global-route usage over all layers was measured as 0.246. The initial antenna violation count was 0. Entering global routing, the biggest net connects 44 pins. The wire length of the first global-routing pass is 48300 µm.

Logic synthesis
The tally of unique sky130hd cells used after synthesis is 66. The chip area from the yosys synthesis statistics is 0.0145 mm². The synthesized netlist occupies a cell area of 0.0145 mm². Per the synthesis report, the dominant area consumer among library cells is edfxtp_1. The number of enable flip-flop cells is 256. The share of synthesized area in the top cell type comes to 0.531. Counting the warning lines in the Yosys log gives 0. Counting flops with an async set or reset pin after synthesis yields a share of 0.111. For reference, the top cells by area after synthesis are edfxtp_1 (53%), fa_1 (7.0%), dfrtp_1 (5.4%).

Per the post-synthesis stats, the area per cell is 13.4 µm². The count of state elements after synthesis is 288. The post-synthesis cell count from yosys is 1083.

The prevailing post-synth register cell is edfxtp_1. Counting every instance in the synthesized netlist gives 1083. For this run, the register share of the synthesized area comes to 0.586.

Final timing
The sum of negative setup slack is 0 ps. The last timing report of the flow puts the setup violation total at 0. The final timing report lists clock skew as 41.0 ps. The worst-case headroom to the max-slew limit is 0.371. The smallest clock period supported by the final layout is computed as 7350 ps. Setup repair after global routing left no endpoint under its margin. The worst-margin pin slew is 940 ps. The achievable frequency is 136 MHz.

The final hold violation count recorded for this run is 0. In the finished design, the share of the clock period the worst path needs comes to 0.750. Pins over their slew limit in the final report were tallied at 0.

CTS
The clock root buffer is clkbuf_16. In this run, CTS created clock tree buffers numbering 30. The quantity of gates resized following cts is 0. The clock-pin slew on the worst setup and hold paths is 60 ps. The number of sinks driven by the clock tree is 288. TritonCTS built the clock tree. The longest clock path from root to sink contains 3 buffers. The post-CTS hold buffer count recorded in the log is 0.

CTS built an H-tree with a depth of 1. Post-CTS timing repair inserted 0 buffers for setup. The later-pin clock latency in the skew report is 580 ps.

Critical path
The class of the most critical setup path is reg2reg. For the worst setup path, the data arrival time is 7780 ps. The cell family with the largest share of critical-path delay is adder cells. The worst path buffer plus inverter count is 5. The type of origin of the critical path is a flop. For reference, the critical path cell chain is clkinv_1 > fa_1 > inv_1 > ha_1 > xnor2_2 > xnor2_4 > nor2_1 > a211oi_1 > a21oi_2 > or2_1 > fa_1 > fa_1 > inv_1 > fa_1 > inv_1 > fa_1 > inv_1 > ha_1 > a21oi_2 > o211ai_2 > a2111oi_4 > xnor2_1 > a2111oi_2 > nor2_1.

The highest net fanout along the worst path is 16. The worst register-to-register path begins at neuron_idx[0]. The launch point of the critical path was reported as neuron_idx[0]. The required time of the critical path is 10230 ps. The worst setup path is captured at a flop. The critical path's largest stage delay is 700 ps. The cell type with the highest occurrence count on the critical path is fa_1. For this design, the slowest cell found on the critical path is fa_1.

Flow run
The OpenROAD warning count is 37. The run reported a max-capacitance violation count of 0.

Min path
The type of the tightest min-delay check is reg2reg. The worst hold path begins at mac_result[1].

Final layout
The end-of-flow core utilization is 0.600. The sequential cells in the finished layout cover a total of 0.00849 mm². The filler cell count is 2156. Per the final layout report, the fraction of cells sized above drive strength 1 comes to 0.112. From synthesis to final layout, the design area changed by 16.6%. The combinational cell area excluding buffers and inverters is 0.00546 mm².

Die
According to the floorplan log, the row count is 61. Per the OpenROAD floorplan log, the area of the die is 0.0297 mm². The region available for standard cell placement spans 0.0282 mm². The die outline width is 172 µm. 84 I/O pins were placed. The effective utilization at floorplan is 0.514. Measured along the y axis, the die boundary spans 172 µm.
==> cell families (layout without fill, tap and decap cells) <==
| group | Yosys count | in the layout | share of synthesized area |
|---|---|---|---|
| buffers and inverters | 162 | 280 | 0.0472 |
| AND-OR/OR-AND | 170 | 170 | 0.0743 |
| flip-flops | 288 | 288 | 0.586 |
| XOR/XNOR | 17 | 17 | 0.0121 |
| multiplexers | 91 | 91 | 0.0905 |
| AND/OR/NAND/NOR | 255 | 255 | 0.0776 |
| other | 1 | 40 | 0.000259 |
| adder cells (fa/ha/maj) | 99 | 99 | 0.112 |
==> synthesized netlist by cell type, types with 9 or more instances <==
cell type	instances
buf_2	9
clkbuf_1	25
a22oi_1	11
mux2i_1	59
edfxtp_1	256
fa_1	51
ha_1	48
nor2_1	95
inv_1	114
nand2_1	91
a31oi_1	9
dfrtp_1	31
mux4_2	32
nand3_1	11
nand2b_1	13
a21oi_1	45
o21ai_0	58
==> worst register-to-register path, cell delays in order (launching register included) <==
cell       delay, ps
dfrtp_2          350
clkinv_1         410
fa_1             700
inv_1             40
ha_1             200
xnor2_2          180
xnor2_4          410
nor2_1           100
a211oi_1         300
a21oi_2          140
or2_1            280
fa_1             520
fa_1             550
inv_1             60
fa_1             530
inv_1             50
fa_1             530
inv_1             40
ha_1             360
a21oi_2          230
o211ai_2         180
a2111oi_4        340
xnor2_1          280
a2111oi_2        390
nor2_1            70
==> metal layers <==
| layer | up-vias | share of wire | wire length, µm | track usage |
|---|---|---|---|---|
| li1 | 4083 | - | - | - |
| met1 | 4169 | 0.39 | 12100 | 0.351 |
| met2 | 270 | 0.49 | 15300 | 0.384 |
| met3 | 49 | 0.098 | 3090 | 0.101 |
| met4 | 0 | 0.027 | 837 | 0.0531 |
| met5 | - | 0 | 0 | 0.0104 |
==> flip-flops by register name, summed over array words and instances, names as in the netlist <==
register and count:
param_load_addr 5, valid 1, params_loaded 1, weights_layer2 48
bias_layer1 48, output_data_0 16, neuron_idx 2, output_data_1 16
mac_result 16, bias_layer2 32, weights_layer1 96, input_idx 2
state 5
==> area by class of cell <==
type / instances / area share
clock inverter: 21 / 0.0152
clock buffer: 35 / 0.0456
multi-input combinational: 672 / 0.323
timing repair buffer: 108 / 0.0594
tap: 378 / 0.0280
inverter: 116 / 0.0258
sequential: 288 / 0.503
==> cells in the final DEF (no fill, tap or decap), types with 9 or more instances in the layout <==
cell             Yosys  routed
nand2b_1            13      13
a21oi_1             45      45
buf_4                4      29
a31oi_1              9       9
fa_1                51      51
mux2i_1             59      59
nand2_1             91      91
a22oi_1             11      11
clkbuf_16            0      30
conb_1               1      40
ha_1                48      48
mux4_2              32      32
clkdlybuf4s50_1      0      78
o21ai_0             58      58
inv_1              114     114
edfxtp_1           256     256
nand3_1             11      11
dfrtp_1             31      29
nor2_1              95      95
==> worst paths after layout <==
| kind | endpoint | slack [ps] | cells after the start |
|---|---|---|---|
| max | mac_result[12] | 2450 | 24 |
| min | mac_result[1] | 480 | 2 |
| max reg2reg | mac_result[12] | 2450 | 24 |
| min reg2reg | mac_result[1] | 480 | 2 |
| max in group asynchronous | input_idx[0] | 7960 | 2 |
| min in group asynchronous | params_loaded | 1420 | 2 |
==> per-stage QoR <==
step / setup WS, ps / hold slack (ps) / instances / cell area, µm²
after floorplan: 3160 / 450 / 1122 / 14600
after global placement: 2140 / 467 / 1562 / 15900
after detailed placement: 2100 / 474 / 1562 / 15900
after CTS: 2370 / 489 / 1618 / 16900
after global routing: 1960 / 511 / 1618 / 16900
final: 2450 / 481 / 1618 / 16900
